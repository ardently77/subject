===== /design/flow/run.sh =====
#!/bin/bash
# OpenROAD 26Q1-2900-gdf79404cd8, Yosys 0.63+post, stock flow scripts
make -C /OpenROAD-flow-scripts/flow DESIGN_CONFIG=/design/flow/config.mk WORK_HOME=/design/flow/orfs finish

===== /design/flow/config.mk =====
export PLATFORM = sky130hd
export DESIGN_NAME = top
export DESIGN_NICKNAME = top
export VERILOG_FILES = /design/flow/design.v
export SDC_FILE = /design/flow/constraint.sdc
export NUM_CORES = 4
export LEC_CHECK = 1
export CORE_AREA = 10 10 70 70
export DIE_AREA = 0 0 80 80
export SYNTH_HDL_FRONTEND = slang

===== /design/flow/constraint.sdc =====
current_design top

set clk_period 1.5
set clk_io_pct 0.2

create_clock -name clk0 -period $clk_period [get_ports {clk}]

set non_clock_inputs [all_inputs -no_clocks]
set_input_delay [expr $clk_period * $clk_io_pct] -clock clk0 $non_clock_inputs
set_output_delay [expr $clk_period * $clk_io_pct] -clock clk0 [all_outputs]

===== /design/flow/design.v =====
module MuxKeyInternal #(NR_KEY = 2, KEY_LEN = 1, DATA_LEN = 1, HAS_DEFAULT = 0) (
  output reg [DATA_LEN-1:0] out,
  input [KEY_LEN-1:0] key,
  input [DATA_LEN-1:0] default_out,
  input [NR_KEY*(KEY_LEN + DATA_LEN)-1:0] lut
);
  localparam PAIR_LEN = KEY_LEN + DATA_LEN;
  wire [PAIR_LEN-1:0] pair_list [NR_KEY-1:0];
  wire [KEY_LEN-1:0] key_list [NR_KEY-1:0];
  wire [DATA_LEN-1:0] data_list [NR_KEY-1:0];
  generate
    for (genvar n = 0; n < NR_KEY; n = n + 1) begin
      assign pair_list[n] = lut[PAIR_LEN*(n+1)-1 : PAIR_LEN*n];
      assign data_list[n] = pair_list[n][DATA_LEN-1:0];
      assign key_list[n]  = pair_list[n][PAIR_LEN-1:DATA_LEN];
    end
  endgenerate
  reg [DATA_LEN-1 : 0] lut_out;
  reg hit;
  integer i;
  always @(*) begin
    lut_out = 0;
    hit = 0;
    for (i = 0; i < NR_KEY; i = i + 1) begin
      lut_out = lut_out | ({DATA_LEN{key == key_list[i]}} & data_list[i]);
      hit = hit | (key == key_list[i]);
    end
    if (!HAS_DEFAULT) out = lut_out;
    else out = (hit ? lut_out : default_out);
  end
endmodule
module MuxKeyWithDefault #(NR_KEY = 2, KEY_LEN = 1, DATA_LEN = 1) (
  output [DATA_LEN-1:0] out,
  input [KEY_LEN-1:0] key,
  input [DATA_LEN-1:0] default_out,
  input [NR_KEY*(KEY_LEN + DATA_LEN)-1:0] lut
);
  MuxKeyInternal #(NR_KEY, KEY_LEN, DATA_LEN, 1) i0 (out, key, default_out, lut);
endmodule
module SimReg#(STATE_LEN=4,ENREST=0)(
	input wire clk,
	input wire reset,
	input wire[STATE_LEN-1:0]state_in,
	output reg[3:0]state_out,
	input wire state_wen
);
  always@(posedge clk)begin
		if(state_wen)begin
			if(reset==ENREST)
				state_out<=4'b0;
			else
				state_out<=state_in;
		end
	end
endmodule
module top
(
  input   clk, in, reset,
  output reg out
);
parameter[3:0] S0 = 0, S1 = 1, S2 = 2, S3 = 3,
          S4 = 4, S5 = 5, S6 = 6, S7 = 7, S8 = 8;
wire [3:0] state_din, state_dout;
wire state_wen;
SimReg#(4,0) state(clk, reset, state_din, state_dout, state_wen);
assign state_wen = 1;
MuxKeyWithDefault#(9, 4, 1) outMux(.out(out), .key(state_dout), .default_out(0), .lut({
  S0, 1'b0,
  S1, 1'b0,
  S2, 1'b0,
  S3, 1'b0,
  S4, 1'b1,
  S5, 1'b0,
  S6, 1'b0,
  S7, 1'b0,
  S8, 1'b1
}));
MuxKeyWithDefault#(9, 4, 4) stateMux(.out(state_din), .key(state_dout), .default_out(S0), .lut({
  S0, in ? S5 : S1,
  S1, in ? S5 : S2,
  S2, in ? S5 : S3,
  S3, in ? S5 : S4,
  S4, in ? S5 : S4,
  S5, in ? S6 : S1,
  S6, in ? S7 : S1,
  S7, in ? S8 : S1,
  S8, in ? S8 : S1
}));
endmodule

==> reports/summary.txt <==
Final Max Slew Viols - 0
RSZ-0062 raised after global routing - no
Row count - 21
Hold Fails Final Rpt - 0
DRC Markers - 0
FMAX - 752 MHz
Vias in the first global route - 181
Adder Area Share - 0
Fp util - 0.0659
GRT Util Overall - 0.0139
Total gr overflow - 0
Min Tclk post-route - 1.33 ns
Placed Area - 333 sq um
Max Root-Sink Buffers - 2
Die Ht - 80 microns
Number of flip-flops under the largest register name - 4
Fraction of registers with async set/reset - 0
CTS Buf Count - 3
Antenna violations before repair - 0
Yosys chip area - 225 sq um
Pwr Total - 319 uW
Post-CTS Setup Inserts - 0
Antenna cell count - 0
Clk root buf - clkbuf_4
Per-cell routed wire length - 5.80 microns
Critical Path Start - state.state_out[3]
Seq/Total Area, Yosys - 0.356
CTS tree - built
Tool Warnings - 25
Setup TNS - 0 ns
Post-route design area - 354 sq um
Detailed Route WL - 464 microns
Yosys Instances - 26
Distinct lib cells used - 18
Core area - 0.00342 sq mm
Share of layout cells above drive strength 1 - 0.235
CP endpoint kind - primary output
Worst setup SP type - flop
Number of enable flip-flop cells - 0
Count of buffers from port buffering - 3
Post-route ant nets - 0
Worst slew margin - 0.809
AND/OR/NAND/NOR Cells, Area Fraction - 0.267
Sink Count - 4
I/O Pins - 4
Pwr per Cell Area - 902 mW/mm^2
Synth mux share - 0.0444
Hold WC Path Type - flop to flop
Worst-path clk slew - 0.04 ns
VDD IR max - 468 uV
Vias - 214
Leakage - 0.000129 uW
Crit path DAT - 1.03 ns
DRT iter0 DRCs - 7
Largest net degree at the start of global routing - 9
Final Setup Violations - 0
Vias per Instance - 2.68
Number of synthesis warnings - 0
Worst Tran Pin Value - 0.286 ns
Post-DP HPWL - 343 microns
Cycle use final - 0.886
Synth logic family - simple AND/OR/NAND/NOR gates
Xor+xnor area frac - 0.117
Worst r2r src - state.state_out[0]
Clock Skew - 0.000248 ns
Flops after synth - 4
Setup CP Type - flop to primary output
Post-Synth AOI/OAI Area - 0.172
Syn avg cell area - 8.66 sq um
Max-cap violations - 0
Top Layout Cells - buf_4, dfxtp_1, nand2_1, clkbuf_4
Biggest regs - state.state_out x4
CP required - 1.20 ns
Synthesized area - 225 sq um
Cells after Synth - 26
Outcome - finished clean
Layout area overhead - 57.2%
Filler Cell Count - 408
Most flops, register - state.state_out
Main flop type after synthesis - dfxtp_1
TritonRoute pass-1 iters - 5
CTS H-tree depth - 1
Die footprint - 0.00640 sq mm
HP Start - state.state_out[3]
Global-route wire length before repair - 745 microns
Overall die width - 80 microns
GPL Wtd Cong - 0.733
Worst Path Max Fanout - 2
Latency at later pin - 0.23 ns
-- cell type report --
class | instances | area, sq um | share of cell area
flip-flops and latches | 4 | 80.1 | 0.226
repair buffers | 7 | 58.8 | 0.166
multi-input cells | 20 | 135 | 0.382
well taps | 46 | 57.6 | 0.163
clock buffers | 3 | 22.5 | 0.0636
-- where the power goes --
group	total, uW	internal [uW]	switching (uW)
Combinational	66.9	36.1	30.8
Clock	134	89.5	44.0
Sequential	119	115	4.00
Total	319	240	78.8
-- worst max-delay path: stages (launching register included) --
cell           delay, ns
dfxtp_1             0.31
xnor2_1             0.12
nor3_1              0.12
dlygate4sd2_1       0.24
-- cell families (layout without fill, tap and decap cells) --
logic type             after synthesis  after routing
AND-OR/OR-AND                        5              5
buffers and inverters                2             10
flip-flops                           4              4
multiplexers                         1              1
AND/OR/NAND/NOR                     11             11
XOR/XNOR                             3              3
-- worst paths after layout --
path	to	slack (ns)	cells after the start
setup / recovery	out	0.17	3
setup reg to reg	state.state_out[2]	0.45	4
hold reg to reg	state.state_out[3]	0.64	3
hold / removal	state.state_out[3]	0.64	3
-- through the flow --
stage,setup WS (ns),hold WS [ns],instances,utilization
finish,0.171,0.643,80,0.104
global route,0.0953,0.664,80,0.104
CTS,0.125,0.645,80,0.104
detailed placement,0.109,0.637,77,0.0974
global placement,0.0777,0.627,77,0.0974
floorplan,0.515,0.416,26,-
-- timing repair --
action                     in CTS  in global routing
hold buffers                    0                  0
resized                         1                  0
setup endpoints to repair       1                  0
-- routing by layer --
layer  wire [microns]  track usage  part of all wire  up-vias
met5                0            0                 0        -
met4               12      0.00704             0.026        0
met3               33       0.0102             0.071        2
met2              197       0.0177              0.42        3
met1              221       0.0167              0.48       98
li1                 -            -                 -      111
-- cell usage after synthesis (all sizes together), types with 2 or more instances --
| cell type | count | area [sq um] |
|---|---|---|
| nand2 | 3 | 11.3 |
| xnor2 | 2 | 17.5 |
| buf | 2 | 10.0 |
| nor3 | 2 | 10.0 |
| dfxtp | 4 | 80.1 |
| nor2 | 2 | 10.0 |
No activity file was given, so power comes from the tool's default toggle rates.
