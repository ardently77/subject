===== design/flow/design.v =====
module seg(
	input wire[3:0]a,
	output reg[6:0]b
);
  always@(*)begin
		case(a)
			4'b0000:b=7'b1000000;
			4'b0001:b=7'b1111001;
			4'b0010:b=7'b0100100;
			4'b0011:b=7'b0110000;
			4'b0100:b=7'b0011001;
			4'b0101:b=7'b0010010;
			4'b0110:b=7'b0000010;
			4'b0111:b=7'b1111000;
			4'b1000:b=7'b0000000;
			4'b1001:b=7'b0010000;
			4'b1010:b=7'b0001000;
			4'b1011:b=7'b0000011;
			4'b1100:b=7'b1000110;
			4'b1101:b=7'b0100001;
			4'b1110:b=7'b0000110;
			4'b1111:b=7'b0001110;
			default:b=7'b1000000;
		endcase
	end
endmodule

===== design/flow/run.sh =====
#!/bin/bash
# OpenROAD 26Q1-2900-gdf79404cd8, Yosys 0.63+post, stock flow scripts
make -C /OpenROAD-flow-scripts/flow DESIGN_CONFIG=/design/flow/config.mk WORK_HOME=/design/flow/orfs finish

===== design/flow/config.mk =====
export PLATFORM = sky130hd
export DESIGN_NAME = seg
export DESIGN_NICKNAME = seg
export VERILOG_FILES = /design/flow/design.v
export SDC_FILE = /design/flow/constraint.sdc
export NUM_CORES = 4
export LEC_CHECK = 1
export CORE_AREA = 10 10 70 70
export DIE_AREA = 0 0 80 80
export SYNTH_HDL_FRONTEND = slang

===== design/flow/constraint.sdc =====
current_design seg

set clk_period 1.5
set clk_io_pct 0.2

create_clock -name clk0 -period $clk_period

set non_clock_inputs [all_inputs -no_clocks]
set_input_delay [expr $clk_period * $clk_io_pct] -clock clk0 $non_clock_inputs
set_output_delay [expr $clk_period * $clk_io_pct] -clock clk0 [all_outputs]

==> run summary <==
Main metrics from the flow reports.

The run finished, with violations left. The final reports fail on negative setup slack. For this run, global-route usage on met3 was measured as 0.4545%. The combinational group share of total power is 100.0%. The overflow left after global routing is 0. The worst path in the final design needs a cycle of 1.618 ns, including I/O delays and setup. The simple-gate portion of the synthesized area is 14.55%.

STA classifies the critical path startpoint as a primary input. The accumulated negative setup slack came out at -0.3076 ns. The switching share of total power is 40.48%. Per the OpenROAD floorplan log, the area of the core is 3416 sq um. The initialized floorplan defines 21 standard-cell rows. The wire length of the first global-routing pass is 1469 microns. The routing usage on met1 came out at 3.177%.

Endpoints failing hold in the final report were tallied at 0. The post-synthesis share of cell area spent on full adders, half adders and majority gates is 31.82%. The power per standard cell area came out at 234.9 nW/um^2. The routed design has 896 microns of wire.

For reference, the most critical setup path is categorized as primary input to output port. The detailed-placement wirelength estimate came out at 609.5 microns. The initial antenna violation count is 0.

Leaving out fill and tap cells, the most frequent cell in the layout is sky130_fd_sc_hd__buf_4. The yosys synthesis chip area is 275.3 sq um. The area fraction in compound gates came out at 15.45%. STA classifies the critical path endpoint as an output port. After clock tree synthesis, the flow added hold-fix buffers numbering 0. The clock group share of total power is 0%. The layout report lists the multi-input gate area as 319.1 sq um. The actual slew at the worst max-slew pin came out at 0.1480 ns.

The mean area per synthesized cell is 8.602 sq um. The number of DRC markers after the initial detailed-route iteration came out at 3. The horizontal die size is 80 microns. The number of optimization iterations in the first detailed-route pass is 2. The arrival time reported for the critical path endpoint is 1.32 ns. The cell area after synthesis is 275.3 sq um. The number of antenna cells inserted came out at 0. The count of input and output buffers is 11.

Max fanout on the critical path was recorded as 4. The synthesized instance count is 32. In the layout the commonest cells are sky130_fd_sc_hd__buf_4, sky130_fd_sc_hd__ha_4, sky130_fd_sc_hd__buf_2.

The achievable clock frequency came out at 618.1 MHz. The analysis reports a worst IR drop on VDD of 0.02811 mV. The met2 global-route usage is 5.056%. Between the synthesized netlist and the finished layout, the area growth was recorded as 119.1%.

The average vias per placed instance is 3.172. Per the Yosys statistics, synthesis produced 32 cells. The number of warnings the tools reported is 40. The required time of the critical path came out at 1.20 ns.

The leakage power is 0.2686 nW. The tally of clock buffers in the finished layout is 0. The count of pins over their slew limit came out at 0. The sequential cells in the finished layout cover a total of 0 sq um. The final setup violation count came out at 3. The final worst-path cycle share is 107.9%. The layout filler cell count came out at 375. In the finished design the tool counted flip-flops and latches totalling 0. The post-detailed-route DRC marker count came out at 0. Nets still carrying antenna violations after routing amount to 0. The post-synthesis sequential area ratio came out at 0%. Of the cells placed in the final design, the portion with a size suffix greater than 1 is 66.04%. The number of maximum-capacitance violations came out at 0. The pin count of the biggest net entering global routing is 7. The via count of the first global-routing pass is 316. The filler-free cell count of the finished design came out at 99. The global router's overall resource usage is 2.659%. The global placement routability congestion came out at 0.7574.

The power spent charging and discharging nets came out at 0.00005735 W. The relative slew slack is 89.85%. The detailed-route via count came out at 314. The number of different library cells in the post-synthesis netlist is 15. The share of synthesized area spent on multiplexers came out at 28.18%. The fraction of synthesized cell area in xor and xnor cells is 0%. The synthesis log from Yosys contains 0 warnings. STA reports the tightest min-delay check as being of type primary input to output port.

In this run the vertical extent of the chip is 80 microns. The overall chip area came out at 6400 sq um. The cell-internal power came out at 0.00008431 W. The number of placed instances with taps included is 97. The global routing stage identified its most utilized layer as met2. After synthesis, the largest family of logic cells by area is adder cells. The count of boundary I/O pins is 11. Setup repair after global routing could not meet its margin everywhere. The per-cell routed wire length is 9.051 microns.

The sequential share of power is 0%. The final critical-path setup slack came out at -0.1178 ns. The share of the core filled by cells before placement is 8.059%.
==> layout make-up <==
class / count / area share [%]
timing repair buffer: 23 / 33.20
tap: 46 / 9.544
inverter: 3 / 4.357
multi-input combinational: 27 / 52.90
==> per-stage QoR <==
| step | setup slack (ns) | util, % | instance area (sq um) | power, W | hold WS, ns |
|---|---|---|---|---|---|
| CTS | -0.1293 | 17.36 | 593.1 | 0.0001384 | 1.089 |
| detailed placement | -1.020 | 14.69 | 501.7 | 0.0001219 | 1.668 |
| global placement | -1.008 | 14.69 | 501.7 | 0.0001213 | 1.666 |
| finish | -0.1178 | 17.66 | 603.1 | 0.0001417 | 1.063 |
| floorplan | 0.02010 | - | 275.3 | 0.00004857 | 0.7001 |
| global route | -0.2083 | 17.66 | 603.1 | 0.0001577 | 1.099 |
==> power by group through the flow <==
stage	Sequential (W)	Clock [W]	Combinational (W)
after CTS	0	0	0.000138
after global routing	0	0	0.000158
final	0	0	0.000142
==> timing repair <==
| item | 4_1_cts | 5_1_grt |
|---|---|---|
| cloned | 1 | 0 |
| endpoints found under the hold margin | 0 | 0 |
| pin swaps | 4 | 2 |
| setup endpoints to repair | 7 | 6 |
| gates resized | 58 | 9 |
| setup buffers | 2 | 0 |
==> path summary, 6_finish.rpt <==
path / start / endpoint / slack, ns / depth (start not counted)
worst max-delay path: a[1] / b[0] / -0.12 / 7
worst min-delay path: a[0] / b[1] / 1.06 / 4
==> cells by family (layout without fill, tap and decap cells) <==
logic type	after synthesis	count (layout)
adders and majority gates	7	7
AOI/OAI and AO/OA	6	6
buffers and inverters	5	26
muxes	6	6
and+or+nand+nor	8	8
==> synthesized netlist by cell type (all sizes together) <==
cell type / n / area share (%)
ha: 7 / 32
nor2: 5 / 6.8
mux2i: 4 / 15
inv: 3 / 4.1
a22o: 2 / 6.4
buf: 2 / 5.9
o21ai: 2 / 3.6
a21oi: 1 / 1.8
a32o: 1 / 3.6
and2b: 1 / 3.2
mux2: 1 / 4.1
mux4: 1 / 9.5
nand2: 1 / 1.4
or3b: 1 / 3.2
==> worst max-delay path, stage by stage <==
cell	delay [ns]
sky130_fd_sc_hd__buf_8	0.11
sky130_fd_sc_hd__inv_8	0.06
sky130_fd_sc_hd__ha_4	0.13
sky130_fd_sc_hd__and2b_2	0.21
sky130_fd_sc_hd__or3b_1	0.34
sky130_fd_sc_hd__o21ai_1	0.07
sky130_fd_sc_hd__buf_2	0.11
==> routing by layer <==
metal / part of all wire [%] / vias to the layer above / wire length (microns)
met4: 0 / 0 / 0
met5: 0 / - / 0
met1: 45 / 148 / 403
met2: 50 / 6 / 445
li1: - / 160 / -
met3: 5.4 / 0 / 48
No activity file was given, so power comes from the tool's default toggle rates.
