==> flow/design.v <==
module ps2_keyboard(
	input wire clk,
	input wire resetn,
	input wire ps2_clk,
	input wire ps2_data,
	output reg[7:0]out
);
    reg [9:0] buffer; 
    reg [3:0] count;  
    reg [2:0] ps2_clk_sync;
    always @(posedge clk) begin
        ps2_clk_sync <=  {ps2_clk_sync[1:0],ps2_clk};
    end
    wire sampling = ps2_clk_sync[2] & ~ps2_clk_sync[1];
    always @(posedge clk) begin
        if (resetn == 0) begin 
            count <= 0;
						out<=8'b00000000;
        end
        else begin
            if (sampling) begin
              if (count == 4'd10) begin
                if ((buffer[0] == 0) && 
                    (ps2_data)       &&  
                    (^buffer[9:1])) begin
										out<=buffer[8:1];
                end
                count <= 0; 
              end else begin
                buffer[count] <= ps2_data;
                count <= count + 3'b1;
              end
            end
        end
    end
endmodule
==> flow/run.sh <==
#!/bin/bash
# OpenROAD 26Q1-2900-gdf79404cd8, Yosys 0.63+post, stock flow scripts
make -C /OpenROAD-flow-scripts/flow DESIGN_CONFIG=/design/flow/config.mk WORK_HOME=/design/flow/orfs finish
==> flow/config.mk <==
export PLATFORM = sky130hd
export DESIGN_NAME = ps2_keyboard
export DESIGN_NICKNAME = ps2_keyboard
export VERILOG_FILES = /design/flow/design.v
export SDC_FILE = /design/flow/constraint.sdc
export NUM_CORES = 4
export LEC_CHECK = 1
export CORE_AREA = 10 10 111 111
export DIE_AREA = 0 0 121 121
export SYNTH_HDL_FRONTEND = slang
==> flow/constraint.sdc <==
current_design ps2_keyboard

set clk_period 3.4
set clk_io_pct 0.2

create_clock -name clk0 -period $clk_period [get_ports {clk}]

set non_clock_inputs [all_inputs -no_clocks]
set_input_delay [expr $clk_period * $clk_io_pct] -clock clk0 $non_clock_inputs
set_output_delay [expr $clk_period * $clk_io_pct] -clock clk0 [all_outputs]
==> impl_metrics.yaml <==
# flow metrics
placement:
  finalWeightedCongestion: 0.775
  placed_area_um2: 1390
  dpl.hpwl_um: 1500
  pre_cts_slack_ns: 1.04
  port-buffer-count: 11
  dp.cells: 241
final_timing:
  fmax_ghz: 0.492
  tns_ns: 0
  finalSetupViolCount: 0
  slew_viol_final: 0
  finClkSkew_ns: 0.000937
  rsz0062_at_grt: "no"
  max_slew.worst_pin.slew_ns: 0.424
  min_period_over_period: 0.598
  relSlewSlack: 0.711
  finalHoldViolCount: 0
  period_needed_ns: 2.03
  setup_ws_ns: 1.37
worst_setup_path:
  cp-end-kind: "register"
  cp-endpoint: "out[7]"
  worst_ep_arrival_time_ns: 2.18
  ff2ff_setup_slack_ns: 1.62
  r2r_end: "out[7]"
  rr_worst_depth: 4
  crit_path_max_fanout: 11
  start_kind: "input port"
  path_class: "in -> reg"
  crit_path_start: "ps2_data"
  reg2reg_from: "buffer[8]"
  worstPathRequired_ns: 3.54
die:
  fp_util: 0.115
  dieWidth_um: 121
  rows: 36
  dieArea_um2: 14600
  die.size.y_um: 121
  core_area_um2: 9860
  pin_count: 12
global_routing:
  grt.total_usage: 0.0282
  grt_max_degree: 18
  overflow: 0
  antenna_found_initial: 0
  grt_first_pass_wirelength_um: 3420
  grt_pass1_vias: 688
route:
  vias_per_cell: 2.90
  wl_per_cell_um: 8.14
  drt-initial-drc-count: 52
  drt-pass1-iter-count: 4
  num_antenna_cells: 0
  drc: 0
  vias: 710
  drtAntennaViolNets: 0
  routed_wl_um: 2000
flow_run:
  max_cap_violations: 0
  warnings: 25
synthesis:
  synth.distinct_cells: 28
  synth_area_um2: 1130
  ys_ff: 25
  yosys_cells: 101
  synth-area-yosys_um2: 1130
  ys_warn_count: 0
  yosysSeqAreaShare: 0.532
  syn_inst: 101
  avgSynthCellArea_um2: 11.2
min_path:
  hp-start: "ps2_clk_sync[0]"
  hp-class: "reg -> reg"
cts:
  clock.latency.late_pin_ns: 0.26
  ctsResizeCount: 0
  cts.htree.levels: 1
  post-cts-setup-buffers: 0
  path_clk_slew_ns: 0.09
  cts_max_path_buffers: 2
  cts_tree: "built"
  cts_sinks: 25
  cts_made_buffers: 3
  cts_hold_buffers: 0
  cts-root-buf: "clkbuf_8"
final_layout:
  flop_area_um2: 601
  final_cells: 245
  lay_top_cells: "nand2_1 (22), dfxtp_1 (15), clkdlybuf4s50_1 (11)"
  mostFrequentLayoutCell: "nand2_1"
  fin_util: 0.146
  final_layout_size_suffix_gt1_frac: 0.0893
  syn_to_final_growth_pct: 27.1
  comb_area_um2: 499
  num-fill-cells: 1085
  design_area_um2: 1440
outcome:
  status: "finished, final reports clean"
pwr:
  leakage_uw: 0.000499
  power_density_nw_per_um2: 358
  peakVddDrop_mv: 0.160
[routing by layer]
| layer | GRT usage | up-vias | routed length (µm) |
|---|---|---|---|
| met4 | 0.00377 | 0 | 28 |
| met3 | 0.0142 | 2 | 196 |
| met5 | 0 | - | 0 |
| met2 | 0.0384 | 19 | 736 |
| li1 | - | 371 | - |
| met1 | 0.0400 | 318 | 1030 |
[final cells by class]
class / count / share of cell area
repair buffers: 12 / 0.0819
clock inverters: 1 / 0.00523
multi-input cells: 70 / 0.348
flip-flops and latches: 25 / 0.418
inverters: 1 / 0.00261
well taps: 133 / 0.116
clock buffers: 3 / 0.0287
[how the worst min path moves through the flow]
| stage | to | slack [ns] | cells past startpoint |
|---|---|---|---|
| CTS | ps2_clk_sync[1] | 0.34 | 0 |
| global route | ps2_clk_sync[1] | 0.35 | 0 |
| finish | ps2_clk_sync[1] | 0.33 | 0 |
[flip-flops by register name (all words and copies together), names as in the netlist]
name / cells
buffer: 10
count: 4
out: 8
ps2_clk_sync: 3
[power breakdown]
part	switching [µW]	internal [µW]	total, µW
clock	92.0	82.9	175
sequential	4.19	315	319
combinational	11.7	9.50	21.2
[kinds of logic after synthesis]
group,count (synthesis),synth area share
multiplexers,9,0.0908
buffers and inverters,6,0.0266
AND-OR/OR-AND,6,0.0365
flip-flops,25,0.532
AND/OR/NAND/NOR,49,0.243
XOR/XNOR,6,0.0720
[cells in the mapped netlist]
| master | n | share of area |
|---|---|---|
| xor2_1 | 1 | 0.0078 |
| nor3b_1 | 1 | 0.0066 |
| nor4b_4 | 1 | 0.021 |
| o221a_2 | 1 | 0.010 |
| nor3_1 | 3 | 0.013 |
| mux2i_4 | 1 | 0.020 |
| a21boi_0 | 2 | 0.013 |
| xnor3_1 | 1 | 0.020 |
| xor3_1 | 1 | 0.021 |
| nand2b_1 | 5 | 0.028 |
| nor4_1 | 2 | 0.011 |
| buf_6 | 1 | 0.010 |
| and3b_1 | 1 | 0.0078 |
| nand2_1 | 22 | 0.073 |
| nor4_4 | 1 | 0.019 |
| inv_1 | 1 | 0.0033 |
| nand3b_1 | 3 | 0.020 |
| mux2i_1 | 8 | 0.071 |
| nor2_1 | 7 | 0.023 |
| o21ai_0 | 2 | 0.0089 |
| and2_1 | 1 | 0.0055 |
| xnor2_1 | 3 | 0.023 |
| or3b_4 | 1 | 0.010 |
| a21oi_1 | 1 | 0.0044 |
| nand3_1 | 1 | 0.0044 |
| edfxtp_1 | 10 | 0.27 |
| clkbuf_1 | 4 | 0.013 |
| dfxtp_1 | 15 | 0.27 |
[worst max-delay path: stages]
cell	delay [ns]
clkdlybuf4s50_1	0.66
nand2b_1	0.19
nor4b_4	0.29
mux2i_4	0.19
mux2i_1	0.16
[per-stage QoR]
step | total power (µW) | hold slack [ns]
after floorplan | 339 | 0.310
after global placement | 347 | 0.321
after detailed placement | 347 | 0.318
after CTS | 523 | 0.339
after global routing | 539 | 0.347
final | 515 | 0.334
No activity file was given, so power comes from the tool's default toggle rates.
